$ cat /design/flow/run.sh
#!/bin/bash
# OpenROAD 26Q1-2900-gdf79404cd8, Yosys 0.63+post, stock flow scripts
make -C /OpenROAD-flow-scripts/flow DESIGN_CONFIG=/design/flow/config.mk WORK_HOME=/design/flow/orfs finish
$ cat /design/flow/config.mk
export PLATFORM = sky130hd
export DESIGN_NAME = Adder
export DESIGN_NICKNAME = Adder
export VERILOG_FILES = /design/flow/design.v
export SDC_FILE = /design/flow/constraint.sdc
export NUM_CORES = 4
export LEC_CHECK = 1
export CORE_AREA = 10 10 70 70
export DIE_AREA = 0 0 80 80
$ cat /design/flow/constraint.sdc
current_design Adder

set clk_period 2.1
set clk_io_pct 0.2

create_clock -name clk0 -period $clk_period [get_ports {clock}]

set non_clock_inputs [all_inputs -no_clocks]
set_input_delay [expr $clk_period * $clk_io_pct] -clock clk0 $non_clock_inputs
set_output_delay [expr $clk_period * $clk_io_pct] -clock clk0 [all_outputs]
$ cat /design/flow/design.v
`timescale 1ns / 1ps
module Adder(
    output reg [8:0] Sum,
    input clock,
    input [7:0] X,
    input [7:0] Y,
    input Cin
    );
    wire [6:0] C;
    wire [8:0] S;
            full_adder a0( .A(X[0]), .B(Y[0]), .Cin(Cin), .Sum(S[0]), .Cout(C[0]) );
            full_adder a1( .A(X[1]), .B(Y[1]), .Cin(C[0]), .Sum(S[1]), .Cout(C[1]) );
            full_adder a2( .A(X[2]), .B(Y[2]), .Cin(C[1]), .Sum(S[2]), .Cout(C[2]) );
            full_adder a3( .A(X[3]), .B(Y[3]), .Cin(C[2]), .Sum(S[3]), .Cout(S[3]) );
        full_adder a4( .A(X[4]), .B(Y[4]), .Cin(C[3]), .Sum(S[4]), .Cout(C[4]) );
        full_adder a5( .A(X[5]), .B(Y[5]), .Cin(C[4]), .Sum(S[5]), .Cout(C[5]) );
        full_adder a6( .A(X[6]), .B(Y[6]), .Cin(C[5]), .Sum(S[6]), .Cout(C[6]) );
        full_adder a7( .A(X[7]), .B(Y[7]), .Cin(C[6]), .Sum(S[7]), .Cout(S[8]) );
        always @(posedge clock) begin
            Sum <= S;
        end
endmodule
module full_adder(
    input A,
    input B,
    input Cin,
    output Sum,
    output Cout
    );
    wire G,P;
    assign P = A ^ B;
    assign G = A & B;
    assign Sum = P ^ Cin;
    assign Cout = (P & Cin) | G;
endmodule
==> flow_metrics.tcl <==
# implementation run metrics
set metrics [dict create \
    status "finished, final reports clean" \
    yosys_warnings 3 \
    power_density_nw_per_um2 617.1 \
    coreArea_um2 3416 \
    htree_num_levels 1 \
    worst_slack_ps 35.18 \
    holdPathStages 2 \
    synthesis.area_um2 340.3 \
    drt_wl_total_um 905 \
    peakVddDrop_mv 0.1495 \
    first_iter_violations 4 \
    p_leak_nw 0.2696 \
    grt_pass1_wl_um 1393 \
    reg_top3 "Sum: 8 flops" \
    largest_reg_flops 8 \
    ys_sh_aoi_pct 0 \
    wl_per_cell_um 9.427 \
    ys.flops 8 \
    crit_path_start_kind "primary input" \
    vias 246 \
    fin_cells 96 \
    min_from "Y[2]" \
    viasPerCell 2.563 \
    antennaDiodeCount 0 \
    fa_ha_area_share_pct 35.29 \
    warnings 25 \
    syn_area_per_cell_um2 14.80 \
    gp_congestion 0.6428 \
    cp.arrival_ps 2260 \
    setup_viol_count_final 0 \
    syn2layout_area_growth_pct 96.32 \
    whs_endpoint "Sum[2]$_DFF_P_" \
    grt_antenna_before_repair 0 \
    drc 0 \
    hold_path_class "primary input to flip-flop" \
    synth.logic.top_family "adder cells" \
    die_w_um 80 \
    synth_cell_types 7 \
    fin_crit_ps 2065 \
    firstDrtPassIters 2 \
    preCtsSetupSlack_ps -425.6 \
    grt_pass1_vias 285 \
    io_pins 27 \
    hold_viol 0 \
    postSynthSeqShare_pct 47.06 \
    grt_max_degree 5 \
    hold_ws_ps 836.8 \
    rsz0062_at_grt "false" \
    cts_tree "built" \
    hold_buffers 0 \
    drv_cap 0 \
    gr-usage-all-layers_pct 2.789 \
    cts.sinks 8 \
    dieArea_um2 6400 \
    fmaxAchievable_ghz 0.4843 \
    end_kind "flip-flop" \
    ys_area_um2 340.3 \
    simple_gate_share_pct 1.838 \
    place.detailed.hpwl_um 863.3 \
    postSynthCellCount 23 \
    fp_util_pct 9.963 \
    grt_overflow 0 \
    cts.clk_slew.worst_paths_ps 60 \
    numCtsBuffers 3 \
    xor_share_pct 6.985 \
    fillCellCount 381 \
    ant_nets 0 \
    largest_register "Sum" \
    num_rows 21 \
    crit_type "primary input to flip-flop" \
    cts_setup_buffers 0 \
    die_y_um 80 \
    fin_crit_sh_pct 98.32 \
    portBuffers 25 \
    ys_cells 23 \
    power_mw 0.4123 \
    path_max_fanout 1 \
    cts_buffer_depth 2 \
    clk_root_buffer_cell "clkbuf_4" \
    dp_cells 93 \
    drive_above_1_share_pct 10.00 \
    slew_violations 0 \
    mux_area_share_pct 0 \
    worstPathRequired_ps 2290 \
]
==> where the power goes <==
part	leakage (nW)	total [mW]	internal [mW]	switching, mW
Sequential	0.0675	0.185	0.179	0.00636
Clock	0.0138	0.117	0.0654	0.0519
Combinational	0.188	0.110	0.0856	0.0243
==> worst max-delay path, stage by stage <==
cell             delay [ps]
clkdlybuf4s50_1         400
and2_1                  160
fa_1                    370
fa_1                    370
inv_1                    80
fa_1                    400
inv_1                    60
==> kinds of logic after synthesis <==
group	Yosys count
flip-flops	8
buffers and inverters	6
adder cells (fa/ha/maj)	6
XOR/XNOR	1
AND/OR/NAND/NOR	1
other	1
==> per-stage QoR <==
step           TNS, ps  util (%)  instance area [um2]
2_1_floorplan        0         -                340.3
3_3_place_gp    -740.8     18.75                640.6
3_5_place_dp    -809.9     18.75                640.6
4_1_cts              0     19.56                668.1
5_1_grt              0     19.56                668.1
6_report             0     19.56                668.1
==> cell usage in the layout (no fill, tap or decap) <==
master           count
conb_1               1
clkdlybuf4s50_1     25
and2_1               1
fa_1                 4
xor3_1               1
clkbuf_4             3
fa_2                 2
inv_1                5
dfxtp_1              8
==> synth_stat cells <==
cell type / instances / share of area [%]
and2_1: 1 / 1.8
buf_4: 1 / 2.2
conb_1: 1 / 1.1
dfxtp_1: 8 / 47
fa_1: 6 / 35
inv_1: 5 / 5.5
xor3_1: 1 / 7.0
==> layout make-up <==
class                      count  area, um2  share of cell area (%)
tap                           46      57.56                   8.614
multi-input combinational      9      158.9                   23.78
timing repair buffer          25      250.2                   37.45
clock buffer                   3      22.52                   3.371
inverter                       5      18.77                   2.809
sequential                     8      160.2                   23.97
==> timing repair <==
item	CTS	global route
endpoints found under the setup margin	1	0
resized	2	0
endpoints found under the hold margin	0	0
==> how the worst max path moves through the flow <==
stage	slack (ps)	start	depth (start not counted)	to
after CTS	30	X[4]	7	Sum[7]$_DFF_P_
after global routing	1	X[4]	7	Sum[7]$_DFF_P_
final	40	X[4]	7	Sum[7]$_DFF_P_
==> layer usage <==
layer | vias to the layer above | GRT usage [%] | share of wire (%)
li1 | 116 | - | -
met1 | 122 | 2.959 | 31
met2 | 8 | 4.494 | 56
met3 | 0 | 1.932 | 13
met4 | 0 | 0.5282 | 0
met5 | - | 0 | 0
Power and IR drop assume default switching activity.
