$ cat flow/run.sh
#!/bin/bash
# OpenROAD 26Q1-2900-gdf79404cd8, Yosys 0.63+post, stock flow scripts
make -C /OpenROAD-flow-scripts/flow DESIGN_CONFIG=/design/flow/config.mk WORK_HOME=/design/flow/orfs finish
$ cat flow/config.mk
export PLATFORM = sky130hd
export DESIGN_NAME = counter
export DESIGN_NICKNAME = counter
export VERILOG_FILES = /design/flow/design.v
export SDC_FILE = /design/flow/constraint.sdc
export NUM_CORES = 4
export LEC_CHECK = 1
export CORE_AREA = 10 10 70 70
export DIE_AREA = 0 0 80 80
$ cat flow/constraint.sdc
current_design counter

set clk_period 3.0
set clk_io_pct 0.2

create_clock -name clk0 -period $clk_period [get_ports {clock}]

set non_clock_inputs [all_inputs -no_clocks]
set_input_delay [expr $clk_period * $clk_io_pct] -clock clk0 $non_clock_inputs
set_output_delay [expr $clk_period * $clk_io_pct] -clock clk0 [all_outputs]
$ cat flow/design.v
module counter (clock, in, latch, dec,  zero);
input       clock;   
input [3:0] in;   
input       latch;   
input       dec;    
output      zero;   
reg [3:0] value;        
wire      zero;
always@(posedge clock)
  begin   
    if (latch) value <= in;
    else if (dec && !zero) value <= value - 1'b1;  
  end
assign zero = ~|value;
endmodule  
==> reports/writeup.txt <==
Between clock sinks in the finished design, the worst skew comes to 0.00300 ns. The proportion of layout cells with a drive suffix above 1 works out to 0.0968. The registers reported with the highest flop counts are value x4.

First-pass iteration count of the detailed router: 3. The logs give a warning total of 25. The die covers 6400 sq um.

The pre-placement core utilization is 0.0685, and the detailed-route vias per instance is 2.40. The logs give 0.448 for the register share of total power and 0 for the number of antenna cells inserted. Summing every instance area after synthesis gives 234 sq um.

Hold repair after CTS inserted 0 buffers. The initial antenna violation count was 0; the final antenna-violating net count was 0. Synthesized flop and latch total: 4. Summed over all instances, the cell type with the most area after synthesis is sky130_fd_sc_hd__edfxtp_1. Looking at the setup timing report, the critical path kind is reg -> out. The arrival time reported for the critical path endpoint was 1.70 ns; the number of enable flip-flop cells was 4. Once the clock tree was built, the setup fixing pass inserted 0 buffers. Per the synthesis report, the number of distinct cell types is 13.

The script logs the mean routed wire length per placed instance as 6.96 um. Minimum clock period after layout: 2.30 ns. TritonCTS built the clock tree. Sorting the synthesized cells by how often they occur yields sky130_fd_sc_hd__edfxtp_1, sky130_fd_sc_hd__inv_1, sky130_fd_sc_hd__nand2_1, sky130_fd_sc_hd__o21ai_0, sky130_fd_sc_hd__o31a_1. The clock group share of total power came out at 0.367. The fraction of synthesis flops using an asynchronous set or reset pin is 0. The share of Yosys cell area claimed by the top area cell type works out to 0.513. After routing, the total negative slack on setup checks comes to 0 ns. The timing report gives the clock slew at the launch and capture registers of the worst setup and hold paths as 0.04 ns. The last timing report of the flow puts the setup violation total at 0. The maximum count of clock buffers along a single path is 2, and the ratio of final minimum period to clock period is 0.767. According to the I/O placement log, the pin count is 8.

Number of port buffers: 7. Sorting the synthesized cells by area gives the leading types as sky130_fd_sc_hd__edfxtp_1, sky130_fd_sc_hd__o31a_1, sky130_fd_sc_hd__inv_1, sky130_fd_sc_hd__ha_1, sky130_fd_sc_hd__mux2i_1. For the worst setup path, the data required time is 2.40 ns. The power report lists cell-internal power as 0.139 mW.

Setup repair after global routing left no endpoint under its margin. Core footprint: 3420 sq um. The total number of vias is 185, and the largest net degree at the start of global routing is 9. Timing would allow up to 435 MHz. The number of flip-flops under the largest register name is 4. The synthesized netlist has a Yosys-reported chip area of 234 sq um. After floorplanning, the core was divided into 21 placement rows.

The switching component of the power was reported as 0.0411 mW. For the placed instance area, the log shows 358 sq um. The number of clock sinks came to 4.

The tools report the worst slew margin relative to its limit as 0.741. Per the final report, max-transition violations number 0. The combined global-route utilization of all metal layers is 0.0188.

The proportion of synthesized chip area in sequential cells is 0.513, and the count of unresolved DRC violations after routing is 0. Routability-driven placement finished with a final weighted congestion of 0.677. The number of cells produced by synthesis is 22. The path category of the worst min-delay check was reg -> reg.

From bottom edge to top edge, the die measures 80 um. STA classifies the critical path endpoint as an output pin. Transition at the pin with the smallest max-transition slack: 0.387 ns. The run gives 473 nW/um^2 for the power per cell area. Per the GRT congestion report, total overflow comes to 0. Yosys stat counts 22 cells in the synthesized netlist. The run gives 0 as the post-cts repair resize count. With the mean cell area of the mapped netlist at 10.6 sq um, the peak fanout along the critical path is 4. The run gives 1 as the count of synthesis-stage warnings from yosys.

Counting flops per register, the top entry is value. In this run the clock root is driven by a sky130_fd_sc_hd__clkbuf_4. The total leakage power was 0.138 nW; the die outline width was 80 um. In this run the maximum-capacitance check reported violations numbering 0. The switching part of the total power is 0.229, and the area overhead of the layout relative to synthesis is 62.6%. Final instance area: 380 sq um.

Summed over all nets, the half-perimeter wirelength after detailed placement is 443 um. The logs give 215 for the number of global-route vias before repair and 952 um for the wire length of the first global-routing pass. For the H-tree level count, the log shows 1.

The first routing iteration left 3 violations. The number of buffers created by CTS was 3; the final hold violation count was 0. With the portion of total power attributed to combinational logic at 0.185, the overall routed net length is 536 um.

The insertion delay at the late pin of the worst-skew pair is 0.23 ns. The tools report the kind of start point of the critical path as a flip-flop. The top flip-flop cell by instance count after synthesis was sky130_fd_sc_hd__edfxtp_1. The worst-case IR drop observed on VDD is 134 uV.

The run finished with clean final reports.
-- worst max-delay path: stages (launching register included) --
cell and delay [ns]:
sky130_fd_sc_hd__edfxtp_1 0.41, sky130_fd_sc_hd__inv_1 0.09, sky130_fd_sc_hd__ha_1 0.17, sky130_fd_sc_hd__nor3b_1 0.26
sky130_fd_sc_hd__clkdlybuf4s50_1 0.53
-- stage by stage --
step                setup slack, ns  utilization  std cells  power, mW  hold slack [ns]
CTS                           0.678        0.111         77      0.184            0.651
detailed placement            0.941        0.105         74      0.115            0.644
global route                  0.569        0.111         77      0.197            0.719
global placement              0.984        0.105         74      0.114            0.643
floorplan                      1.61            -         22     0.0996            0.613
finish                        0.700        0.111         77      0.180            0.649
-- metal layers --
metal | vias to the layer above | wire length [um] | track usage
li1 | 96 | - | -
met1 | 81 | 229 | 0.0222
met2 | 6 | 265 | 0.0281
met3 | 2 | 32 | 0.00909
met4 | 0 | 8 | 0.00880
met5 | - | 0 | 0
-- area by class of cell --
cell class / instances / area, sq um
clock buffers: 3 / 22.5
fillers: 406 / 3040
inverters: 4 / 15.0
multi-input cells: 13 / 95.1
flip-flops and latches: 4 / 120
well taps: 46 / 57.6
repair buffers: 7 / 70.1
-- logic make-up (layout without fill, tap and decap cells) --
| kind of cell | Yosys count | after routing | synth area share |
|---|---|---|---|
| xor+xnor | 1 | 1 | 0.0374 |
| flops | 4 | 4 | 0.513 |
| fa+ha+maj | 1 | 1 | 0.0535 |
| compound gates | 5 | 5 | 0.150 |
| simple gates | 5 | 5 | 0.123 |
| mux | 1 | 1 | 0.0428 |
| buf+inv | 5 | 14 | 0.0802 |
-- power by group through the flow --
stage / clock [mW] / combinational (mW) / sequential, mW
after CTS: 0.0696 / 0.0344 / 0.0804
after global routing: 0.0753 / 0.0396 / 0.0819
final: 0.0661 / 0.0333 / 0.0806
-- final timing paths --
| check | startpoint | endpoint | slack, ns | cells past startpoint |
|---|---|---|---|---|
| max | value[0] | zero | 0.70 | 4 |
| min | value[0] | value[0] | 0.65 | 1 |
| max reg2reg | value[0] | value[1] | 1.51 | 4 |
| min reg2reg | value[0] | value[0] | 0.65 | 1 |
-- cell usage in the layout (no fill, tap or decap) --
master,n
sky130_fd_sc_hd__ha_1,1
sky130_fd_sc_hd__nor3b_1,1
sky130_fd_sc_hd__mux2i_1,1
sky130_fd_sc_hd__o31a_1,2
sky130_fd_sc_hd__inv_1,4
sky130_fd_sc_hd__clkbuf_4,3
sky130_fd_sc_hd__xnor2_1,1
sky130_fd_sc_hd__o21bai_1,1
sky130_fd_sc_hd__nand2_1,2
sky130_fd_sc_hd__nor4_1,1
sky130_fd_sc_hd__or2b_1,1
sky130_fd_sc_hd__o21ai_0,2
sky130_fd_sc_hd__clkdlybuf4s50_1,7
sky130_fd_sc_hd__edfxtp_1,4
Power and IR drop assume default switching activity.
